===== design.v =====
`timescale 1ns / 1ps
`timescale 1ns / 1ps
module VGA_Display_Color_OneHot (
  input wire clk,              
  input wire rst,              
  input wire [6:0] input_signal,  
  output reg [3:0] red,        
  output reg [3:0] green,      
  output reg [3:0] blue,       
  output reg h_sync,           
  output reg v_sync            
);
  parameter H_SYNC_CYCLES = 96;  
  parameter H_BACK_PORCH = 48;  
  parameter H_ACTIVE = 640;     
  parameter H_FRONT_PORCH = 16;  
  parameter V_SYNC_LINES = 2;    
  parameter V_BACK_PORCH = 33;   
  parameter V_ACTIVE = 480;      
  parameter V_FRONT_PORCH = 10;  
  reg [10:0] h_count = 0;
  reg [10:0] v_count = 0;
  always @(posedge clk or posedge rst) begin
    if (rst) begin
      h_count <= 0;
      v_count <= 0;
      h_sync <= 0;
      v_sync <= 0;
    end else begin
      if (h_count == H_SYNC_CYCLES + H_BACK_PORCH + H_ACTIVE + H_FRONT_PORCH - 1)
        h_count <= 0;
      else
        h_count <= h_count + 1;
      if (v_count == V_SYNC_LINES + V_BACK_PORCH + V_ACTIVE + V_FRONT_PORCH - 1) begin
        v_count <= 0;
        h_sync <= 1;  
      end else begin
        v_count <= v_count + 1;
        h_sync <= 0;
      end
      if (v_count == V_SYNC_LINES + V_BACK_PORCH - 1)
        v_sync <= 1;
      else if (v_count == V_SYNC_LINES + V_BACK_PORCH + V_ACTIVE + V_FRONT_PORCH - 1)
        v_sync <= 0;
    end
  end
  always @* begin
    case (input_signal)
      7'b1000000: begin  
        red = 4'b1111;
        green = 4'b0000;
        blue = 4'b0000;
      end
      7'b0100000: begin  
        red = 4'b1111;
        green = 4'b1100;
        blue = 4'b0000;
      end
      7'b0010000: begin  
        red = 4'b1111;
        green = 4'b1111;
        blue = 4'b0000;
      end
      7'b0001000: begin  
        red = 4'b0000;
        green = 4'b1111;
        blue = 4'b0000;
      end
      7'b0000100: begin  
        red = 4'b0000;
        green = 4'b1111;
        blue = 4'b1111;
      end
      7'b0000010: begin  
        red = 4'b0000;
        green = 4'b0000;
        blue = 4'b1111;
      end
      7'b0000001: begin  
        red = 4'b1111;
        green = 4'b0000;
        blue = 4'b1111;
      end
      default: begin  
        red = 4'b0000;
        green = 4'b0000;
        blue = 4'b0000;
      end
    endcase
  end
endmodule

===== run.sh =====
#!/bin/bash
# OpenROAD 26Q1-2900-gdf79404cd8, Yosys 0.63+post, stock flow scripts
make -C /OpenROAD-flow-scripts/flow DESIGN_CONFIG=/design/flow/config.mk WORK_HOME=/design/flow/orfs finish

===== config.mk =====
export PLATFORM = sky130hd
export DESIGN_NAME = VGA_Display_Color_OneHot
export DESIGN_NICKNAME = VGA_Display_Color_OneHot
export VERILOG_FILES = /design/flow/design.v
export SDC_FILE = /design/flow/constraint.sdc
export NUM_CORES = 4
export LEC_CHECK = 1
export CORE_AREA = 10 10 75 75
export DIE_AREA = 0 0 85 85

===== constraint.sdc =====
current_design VGA_Display_Color_OneHot

set clk_period 3.2
set clk_io_pct 0.2

create_clock -name clk0 -period $clk_period [get_ports {clk}]

set non_clock_inputs [all_inputs -no_clocks]
set_input_delay [expr $clk_period * $clk_io_pct] -clock clk0 $non_clock_inputs
set_output_delay [expr $clk_period * $clk_io_pct] -clock clk0 [all_outputs]

==> impl_metrics.env <==
# yosys + openroad results
export IMPL_status="complete, no violations"
export IMPL_setup_violations=0
export IMPL_rsz0062_at_grt="false"
export IMPL_critPathTopFamily="buffers and inverters"
export IMPL_dieArea_um2=7230
export IMPL_enable_flop_cells=0
export IMPL_gp_congestion=0.925
export IMPL_setup_ws_ns=0.108
export IMPL_routed_via_density=4.13
export IMPL_ys_ff=13
export IMPL_drive_gt1_share_pct=9.35
export IMPL_postSynthCellCount=86
export IMPL_grt_pass1_vias=624
export IMPL_synth_warnings=1
export IMPL_htree_levels=1
export IMPL_ys_cells=86
export IMPL_final_max_slew_viol_count=0
export IMPL_timing_slew_headroom_pct=69.0
export IMPL_comb_area_um2=407
export IMPL_io_pin_count=23
export IMPL_synth_most_common_cell="dfrtp_1"
export IMPL_cp_slowest_cell="clkdlybuf4s50_1"
export IMPL_routed_wl_um=1680
export IMPL_drt_pass1_iter_count=4
export IMPL_cp_slowest_stage_delay_ns=0.55
export IMPL_tns_ns=0
export IMPL_fin_skew_ns=0.00348
export IMPL_synthToLayoutAreaGrowth_pct=37.2
export IMPL_vdd_ir_drop_max_v=0.000156
export IMPL_hold_violations=0
export IMPL_ant_nets=0
export IMPL_grtUsageTotal_pct=4.41
export IMPL_ys_flop_type="dfrtp_1"
export IMPL_top_cells_by_count="dfrtp_1 (13), buf_4 (8), xor2_1 (8)"
export IMPL_core_um2=4060
export IMPL_drt_iter0_markers=8
export IMPL_ys_seq_share_pct=40.2
export IMPL_grt_pass1_wl_um=2780
export IMPL_antenna_cells=0
export IMPL_placed_cell_area_um2=1060
export IMPL_syn_area_um2=808
export IMPL_fillCellCount=406
export IMPL_top_area_cell="dfrtp_1"
export IMPL_grt_max_degree=14
export IMPL_dieHeight_um=85
export IMPL_clk_latency_ns=0.24
export IMPL_fp_util_pct=19.9
export IMPL_clk_path_buf_depth=2
export IMPL_clkTransAtPathRegs_ns=0.05
export IMPL_worstPathCellList="clkdlybuf4s50_1 > or3_1 > a221oi_2 > clkdlybuf4s50_1"
export IMPL_fmax_mhz=323
export IMPL_synthTopCellsByArea="dfrtp_1 (40%), xor2_1 (8.7%), buf_4 (7.4%)"
export IMPL_dp_hpwl_um=1310
export IMPL_critPathBufInv=2
export IMPL_cts_tree="done"
export IMPL_rows=23
export IMPL_root_buffer="clkbuf_8"
export IMPL_critPathCaptureType="output pin"
export IMPL_synth_area_per_cell_um2=9.40
export IMPL_worst_path_max_fanout=4
export IMPL_place_ws_ns=0.0101
export IMPL_wire_per_inst_um=10.7
export IMPL_max_cap_violations=0
export IMPL_p_per_area_nw_per_um2=310
export IMPL_drc=0
export IMPL_vias=648
export IMPL_post_route_min_period_ns=3.09
export IMPL_ys_types=26
export IMPL_cts_buffers_inserted=3
export IMPL_hp_class="reg2reg"
export IMPL_yosysChipArea_um2=808
export IMPL_antenna_found_initial=0
export IMPL_warnings=27
export IMPL_die_w_um=85
export IMPL_critPathKind="in2out"
export IMPL_clkSinkCount=13
export IMPL_p_leak_nw=0.434
export IMPL_postSynth_asyncResetShare_pct=100
export IMPL_postCtsSetupBuffers=0
export IMPL_design_area_um2=1110
export IMPL_final_core_util_pct=27.3
export IMPL_finalCritPeriodShare_pct=96.6
export IMPL_tightest_slew_ns=0.461
export IMPL_worstPathArrival_ns=2.45
export IMPL_cts_hold_buf=0
export IMPL_globalRoute_totalOverflow=0
export IMPL_critPathRequiredTime_ns=2.56
export IMPL_top_cell_area_share_pct=40.2
export IMPL_worst_setup_path_start_kind="input pin"
export IMPL_flop_area_um2=325
export IMPL_portBuffers=22
export IMPL_crit_top_cell="clkdlybuf4s50_1"
==> sequential cells by signal, indices dropped and copies added, names as in the netlist <==
register,cells
v_count,11
v_sync,1
h_sync,1
==> path summary, 6_finish.rpt <==
kind	startpoint	end	slack, ns	depth (start not counted)
max reg2reg	v_count[7]	v_sync	1.43	3
min	v_count[10]	v_count[10]	0.47	1
min in group asynchronous	rst	h_sync	0.73	2
max	input_signal[5]	red[2]	0.11	4
max in group asynchronous	rst	v_count[1]	2.15	2
min reg2reg	v_count[10]	v_count[10]	0.47	1
==> metal layers <==
layer	global-route usage (%)	share of wire, %	vias to the layer above
met5	0	0	-
met1	6.01	49	290
met3	2.50	12	2
li1	-	-	333
met2	5.79	38	23
met4	1.20	1.1	0
==> cell type report <==
cell class / count / share of cell area, %
Inverter: 5 / 1.69
Sequential cell: 13 / 29.3
Timing Repair Buffer: 26 / 22.6
Multi-Input combinational cell: 59 / 36.7
Clock buffer: 4 / 4.06
Tap cell: 50 / 5.64
==> power breakdown <==
part	switching, W	internal [W]
registers	0	0.000165
logic	0.0000159	0.0000220
clock network	0.0000534	0.0000876
total	0.0000693	0.000274
==> cell usage in the layout (no fill, tap or decap), drive strengths merged, types with 2 or more instances in the layout <==
cell type	count
clkdlybuf4s50	22
dfrtp	13
xor2	8
nor2	7
inv	5
o21ai	5
nand2	4
nor3	4
nand3	4
buf	4
clkbuf	4
nor2b	3
or3	3
a21oi	3
xnor2	3
ha	3
nand4	2
or4	2
==> metrics by stage <==
stage	hold WS [ns]	power (W)	instances
after floorplan	0.443	0.000182	86
after global placement	0.461	0.000204	153
after detailed placement	0.459	0.000204	153
after CTS	0.469	0.000347	157
after global routing	0.491	0.000360	157
final	0.466	0.000343	157
==> cells by family (layout without fill, tap and decap cells) <==
logic type	after synthesis	after routing	synth area share, %
xor gates and xnor gates	11	11	11.9
adders and majority gates	3	3	4.64
AOI/OAI and AO/OA	11	11	8.05
buffers and inverters	14	35	10.2
and+or+nand+nor	34	34	24.9
DFF	13	13	40.2
==> what timing repair did <==
action                                  4_1_cts  5_1_grt
resized                                       0        1
hold endpoints to repair                      0        0
endpoints found under the setup margin        0        4
Power is estimated from default activity; no workload was simulated.
